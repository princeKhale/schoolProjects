## design/flow/constraint.sdc

```tcl
current_design hv_sync

set clk_period 2.5
set clk_io_pct 0.2

create_clock -name clk0 -period $clk_period [get_ports {clk}]

set non_clock_inputs [all_inputs -no_clocks]
set_input_delay [expr $clk_period * $clk_io_pct] -clock clk0 $non_clock_inputs
set_output_delay [expr $clk_period * $clk_io_pct] -clock clk0 [all_outputs]
```

## design/flow/run.sh

```bash
#!/bin/bash
# OpenROAD 26Q1-2900-gdf79404cd8, Yosys 0.63+post, stock flow scripts
make -C /OpenROAD-flow-scripts/flow DESIGN_CONFIG=/design/flow/config.mk WORK_HOME=/design/flow/orfs finish
```

## design/flow/config.mk

```make
export PLATFORM = sky130hd
export DESIGN_NAME = hv_sync
export DESIGN_NICKNAME = hv_sync
export VERILOG_FILES = /design/flow/design.v
export SDC_FILE = /design/flow/constraint.sdc
export NUM_CORES = 4
export LEC_CHECK = 1
export CORE_AREA = 10 10 88 88
export DIE_AREA = 0 0 98 98
```

## design/flow/design.v

```verilog
module hv_sync(clk, vga_h_sync, vga_v_sync, blank_n);
input clk;
output reg vga_h_sync, vga_v_sync, blank_n;
reg [9:0]h_count; 
reg [9:0]v_count;
wire h_maxed, v_maxed, vga_hs, vga_vs, hori_valid, vert_valid, blank;
parameter	hori_line = 800,
				hori_back_porch = 144,
				hori_front_porch = 16,	
				vert_line = 524,
				vert_back_porch = 33,
				vert_front_porch = 10,
				hori_sync_cycle = 96,
				vert_sync_cycle = 2;
assign h_maxed = (h_count == (hori_line - 1'd1));
assign v_maxed = (v_count == (vert_line - 1'd1));
assign vga_hs = (h_count < hori_sync_cycle) ? 1'b0:1'b1;
assign vga_vs = (v_count < vert_sync_cycle) ? 1'b0:1'b1;
assign hori_valid = (h_count < (hori_line - hori_front_porch) && h_count >= hori_back_porch) ? 1'b1:1'b0;
assign vert_valid = (v_count < (vert_line - vert_front_porch) && v_count >= vert_back_porch) ? 1'b1:1'b0;
assign blank = hori_valid && vert_valid;
always @(posedge clk)
begin
	if(h_maxed)
		h_count <= 10'd0;
	else
		h_count <= h_count + 1'b1;
end
always @(posedge clk)
begin
	if(h_maxed)
	begin
		if(v_maxed)
			v_count <= 10'd0;
		else
			v_count <= v_count + 1'b1;
	end
end
always @(posedge clk)
begin
	vga_h_sync <= vga_hs;
	vga_v_sync <= vga_vs;
	blank_n    <= blank;
end
endmodule
```

==> run summary <==
Status -> complete, no violations
CTS Buf Count -> 3
MI comb area -> 504.2 um^2
Post-synthesis area per instance -> 10.38 um^2
CP delay by family, top -> simple AND/OR/NAND/NOR gates
Crit end category -> flop
Final worst path period share -> 0.7221
CTS Hold Bufs -> 0
TNS Setup -> 0 ps
CTS clock-pin slew for the worst setup and hold paths -> 80 ps
Final setup vio count -> 0
Chip Area, Yosys -> 1080 um^2
Arr. time, crit path -> 1820 ps
Drt initial violations -> 53
Synth Instances -> 104
Worst Path Max Fanout -> 4
Worst hold-check path type -> flop to flop
Die y size -> 98 um
Max Clock Freq -> 0.5539 GHz
Power Dens Cells -> 488.7 nW/um^2
WP buf/inv -> 0
Vias in the first global route -> 736
Top Layout Cells -> 13 x dfxtp_1, 10 x edfxtp_1, 9 x xnor2_1, 9 x nand2_1
Final min period -> 1805 ps
First-pass detailed-route iteration total -> 3
Routed wire length -> 1737 um
CTS tree -> done
Max_slew headroom -> 0.7837
Max-Cap Viols -> 0
Area Growth Syn to Fin -> 16.34%
Yosys cell count -> 104
Most frequent logic cell in the layout -> dfxtp_1
Longest Clk Path Bufs -> 2
Remaining Overflow, GRT -> 0
Die width -> 98 um
CP Data Required Time -> 2510 ps
Final HPWL DP -> 1225 um
Final-report max-slew violation count -> 0
Worst hold path startpoint -> h_count[0]
Post_cts resized -> 0
Fillers -> 632
Die area -> 9604 um^2
Synth Seq Share -> 0.5191
First-pass GRT wire length -> 3215 um
Int Pwr -> 501.5 uW
Port Buf Inserts -> 3
Clk sinks -> 23
Psw -> 112.3 uW
Pin slew with the least headroom to its limit -> 321.5 ps
RSZ-0062 raised after global routing -> no
Netlist Area Pre-Place -> 1080 um^2
Vias per cell -> 3.941
Clock power frac -> 0.368
DR vias -> 733
Worst path cell trace -> or3_1, or4_4, nor2_1, nor2_1
Pin count of the biggest net entering global routing -> 16
Number of synthesis warnings -> 1
WS Path Type -> flop to flop
Pleak -> 0.4459 nW
Remaining DRCs -> 0
DRT antenna net count -> 0
Overall Global Routing Usage -> 0.03664
Number of diodes -> 0
Area after DPL -> 1211 um^2
Sw Share -> 0.1830
FF-to-FF Start -> v_count[7]
Synthesized flop and latch total -> 23
Worst skew pair latency -> 260 ps
Worst Clk Skew -> 3.001 ps
Tool warnings -> 29
Slowest stage delay, CP -> 440 ps
Most frequent CP cell -> nor2_1
Root buf cell -> clkbuf_8
Post-CTS Setup Inserts -> 0
Final hold vios -> 0
Sequential fraction of design power -> 0.632
Wire per inst -> 9.339 um
Max VDD drop -> 0.1613 mV
Post-route design area -> 1256 um^2
Initial core utilization -> 0.1824
GPL Wtd Cong -> 0.8493
Core ar. -> 5921 um^2
Register Area -> 560.5 um^2
Share of cells above drive strength 1 -> 0.06306
Initial antenna violation count -> 0
Gate power share -> 0
H-tree levels -> 1
Setup slack, reg-to-reg -> 690 ps
IO Count -> 4
Slowest cell on the critical path -> or4_4
Unique cell types -> 27
CP startpoint kind -> flop
Critical Path Start -> v_count[7]
Cell Rows -> 28
## metal layers
metal	part of all wire	track usage	up-vias
met5	0	0	-
met4	0.024	0.01007	0
met3	0.016	0.001422	2
met2	0.45	0.05990	4
met1	0.51	0.05182	340
li1	-	-	387
## state kept, by name, summed over array words and instances (netlist names)
signal      count
blank_n         1
vga_h_sync      1
h_count        10
v_count        10
vga_v_sync      1
## worst paths after layout
| check | end | depth (start not counted) |
|---|---|---|
| max | v_count[2] | 4 |
| min | h_count[0] | 1 |
| max reg2reg | v_count[2] | 4 |
| min reg2reg | h_count[0] | 1 |
## cell usage after synthesis
cell type	count	share of area
and4_1	2	0.016
inv_1	4	0.014
nand2_1	9	0.031
a211oi_1	1	0.0070
mux2i_1	1	0.0093
a21oi_1	3	0.014
or4_4	1	0.010
and3_1	1	0.0058
nand3_1	8	0.037
or3_1	3	0.017
nor3_1	4	0.019
o21bai_1	1	0.0070
nor2b_1	2	0.012
dfxtp_1	13	0.24
edfxtp_1	10	0.28
o31ai_1	1	0.0070
nor4_1	2	0.012
o31a_1	2	0.016
o21ai_0	3	0.014
and3_2	1	0.0070
ha_1	5	0.058
nand4_1	4	0.023
xor2_1	4	0.032
clkbuf_2	1	0.0046
xnor2_1	9	0.073
or4_1	1	0.0070
nor2_1	8	0.028
## power by group through the flow
stage	clock (mW)	sequential (mW)	combinational [mW]
final	0.226	0.388	0.000000202
after global routing	0.247	0.388	0.000000202
after CTS	0.234	0.388	0.000000202
## kinds of logic after synthesis
family	count (synthesis)	share of synthesized area
flip-flops	23	0.5191
AND-OR/OR-AND	11	0.06489
XOR/XNOR	13	0.1054
AND/OR/NAND/NOR	46	0.2248
adder cells (fa/ha/maj)	5	0.05794
multiplexers	1	0.009270
buffers and inverters	5	0.01853
## stage by stage
step / instances / power, mW / worst slack, ps / util / hold WS (ps)
floorplan: 104 / 0.3968 / 343.1 / - / 441.1
global placement: 182 / 0.3968 / 710.3 / 0.2046 / 459.6
detailed placement: 182 / 0.3968 / 690.6 / 0.2046 / 470.5
CTS: 186 / 0.6224 / 681.2 / 0.2122 / 490.0
global route: 186 / 0.6355 / 554.9 / 0.2122 / 559.4
finish: 186 / 0.6139 / 694.7 / 0.2122 / 490.4
## worst reg2reg max path: cells and delay by family, from the launching register on
family | cells | cell delay, ps
flip-flops | 1 | 410
AND/OR/NAND/NOR | 4 | 1150
## layout make-up
class                           instances  share of cell area
Inverter                                4             0.01195
Clock buffer                            4             0.03586
Sequential cell                        23              0.4462
Tap cell                               75             0.07470
Timing Repair Buffer                    4             0.02988
Multi-Input combinational cell         76              0.4014
Power figures rest on the tool's default switching activity, not on a simulated workload.
